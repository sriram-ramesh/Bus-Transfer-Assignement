===== /design/flow/design.v =====
module bta( move,
	    A,
	    rd,
	    wr,
	    clk,
	    cs,
	    reset,
	    D,
	    rega,
	    regb,
	    regc,
	    regd,
	    rege,
	    regf,
	    regg,
	    SP,
	    oe);
   input move;
   input [2:0] A;
   input rd;
   input wr;
   input clk;
   input cs;
   input reset;
   inout [7:0] D;
   output [7:0] rega;
   output [7:0] regb;
   output [7:0] regc;
   output [7:0] regd;
   output [7:0] rege;
   output [7:0] regf;
   output [7:0] regg;
   output [7:0] SP;
   output 	oe;
   reg 		oe; 
   reg 		flagr;
   reg 		flagw;
   reg [7:0] 	rega;
   reg [7:0] 	regb;
   reg [7:0] 	regc;
   reg [7:0] 	regd;
   reg [7:0] 	rege;
   reg [7:0] 	regf;
   reg [7:0] 	regg;
   reg [7:0] 	SP;
   reg 		flagrw;
   always @(rd or wr)
     begin
	flagr=((~rd)&&(wr));
	flagw=((~wr)&&(rd));
	flagrw=((~wr)||(~rd));
     end
   assign D=((!flagr)?8'bz:((A==3'b000)?rega:(((A==3'b001))?8'bz:(((A==3'b010))?regc:(((A==3'b011))?regd:(((A==3'b100))?rege:(((A==3'b101))?regf:(((A==3'b110))?regg:(((A==3'b111))?SP:8'bz)))))))));
   always @(posedge clk or negedge reset)
     begin
	if(~reset)
	  begin
	     oe<=1'b0;
	     rega<=8'b11111110;
	     regb<=8'b0;
	     regc<=8'b0;
	     regd<=8'b0;
	     rege<=8'b0;
	     regf<=8'b0;
	     regg<=8'b0;
	     SP<=8'b0;
	  end  
	else if(cs)
	  begin
	     rega<=rega;
	     regb<=regb;
	     regc<=regc;
	     regd<=regd;
	     rege<=rege;
	     regf<=regf;
	     regg<=regg;
	     SP<=SP;
	  end  
	else
	  begin
	     case (A)
	       3'b000: 
		 begin
		    if(move)
		      SP<=rega;
		    else if(flagr)
		      begin
			 oe<=1'b0;
		      end
		    else if(flagw)
		      begin
			 oe<=1'b1;
		      end
		    else if(flagrw)
		      begin
			 oe<=1'b0;
		      end
		    else
		      begin
			 rega<=rega;
		      end  
		 end  
	       3'b001:
		 begin
		    if(move)
		      SP<=SP;
		    else if(flagw)
		      begin
			 oe<=1'b1;
			 regb<=D;
		      end
		    else if(flagr)
		      begin
			 oe<=1'b1;
		      end
		    else if(flagrw)
		      begin
			 oe<=1'b1;
			 regb<=D;
		      end
		    else
		      regb<=regb;
		 end  
	       3'b010:
		 begin
		    if(move)
		      SP<=regc;
		    else if(flagr)
		      begin
			 oe<=1'b0;
		      end
		    else if(flagw)
		      begin
			 oe<=1'b1;
			 regc<=D;
		      end
		    else if(flagrw)
		      begin
			 regc<=D;
			 oe<=1'b0;
		      end
		    else
		      regc<=regc;
		 end  
	       3'b011:
		  begin
		     if(move)
		       SP<=regd;
		     else if(flagr)
		       begin
			  oe<=1'b1;
		       end
		    else if(flagw)
		      begin
			 oe<=1'b1;
			 regd<=D;
		      end
		    else if(flagrw)
		      begin
			 oe<=1'b0;
			 regd<=D;
		      end
		    else
		      regd<=regd;
		  end  
	       3'b100:
		 begin
		    if(move)
		      SP<=rege;
		    else if(flagr)
		      begin
			 oe<=1'b0;
		      end
		    else if(flagw)
		      begin
			 oe<=1'b1;
			 rege<=D;
		      end
		    else if(flagrw)
		      begin
			 rege<=D;
			 oe<=1'b0;
		      end
		    else
		      rege<=rege;
		 end  
	       3'b101:
		 begin
		    if(move)
		      SP<=regf;
		    else if(flagr)
		      begin
			 oe<=1'b0;
		      end
		    else if(flagw)
		      begin
			 oe<=1'b1;
			 regf<=D;
		      end
		    else if(flagrw)
		      begin
			 regf<=D;
			 oe<=1'b0;
			 end
		    else
		      begin
			 regf<=regf;
		      end
		 end  
	       3'b110:
		 begin
		    if(move)
		      SP<=regg;
		    else if(flagr)
		      begin
			 oe<=1'b0;
		      end
		    else if((flagw))
		      begin
			 oe<=1'b1;
			 regg<=D;
		      end
		    else if(flagrw)
		      begin
			 regg<=D;
			 oe<=1'b0;
		      end
		    else
		      regg<=regg;
		 end  
	       3'b111:
		 begin
		    if(flagr)
		      begin
			 oe<=1'b0;			 
		      end
		    else
		      SP<=SP;
		 end  
	     endcase  
	  end  
     end  
endmodule  

===== /design/flow/run.sh =====
#!/bin/bash
# OpenROAD 26Q1-2900-gdf79404cd8, Yosys 0.63+post, stock flow scripts
make -C /OpenROAD-flow-scripts/flow DESIGN_CONFIG=/design/flow/config.mk WORK_HOME=/design/flow/orfs finish

===== /design/flow/config.mk =====
export PLATFORM = sky130hd
export DESIGN_NAME = bta
export DESIGN_NICKNAME = bta
export VERILOG_FILES = /design/flow/design.v
export SDC_FILE = /design/flow/constraint.sdc
export NUM_CORES = 4
export LEC_CHECK = 1
export CORE_UTILIZATION = 40

===== /design/flow/constraint.sdc =====
current_design bta

set clk_period 3.4
set clk_io_pct 0.2

create_clock -name clk0 -period $clk_period [get_ports {clk}]

set non_clock_inputs [all_inputs -no_clocks]
set_input_delay [expr $clk_period * $clk_io_pct] -clock clk0 $non_clock_inputs
set_output_delay [expr $clk_period * $clk_io_pct] -clock clk0 [all_outputs]

==> impl_metrics.json <==
{
  "tool_warnings": 28,
  "maxSlewViolCount": 0,
  "power_density_mw_per_mm2": 451.2,
  "rsz0062_at_grt": "false",
  "chip_area_sq_mm": 0.007634,
  "crit_chain": "clkdlybuf4s50_1 -> buf_4 -> a21oi_1 -> o221ai_1 -> a22oi_1",
  "drtPass1Iterations": 4,
  "peakVddDrop_mv": 0.1928,
  "drc": 0,
  "path_delay_family": "buffers and inverters",
  "slowest_stage": "clkdlybuf4s50_1",
  "power.leakage_nw": 1.639,
  "wl_microns": 6417,
  "finalHoldViolCount": 0,
  "place_congestion": 0.8232,
  "yosysUniqueCellTypes": 34,
  "start_kind": "input port",
  "whs_path_depth": 0,
  "cts_buffer_depth": 2,
  "fin_worst_skew_ps": 6.115,
  "ant_nets": 0,
  "dp_hpwl_microns": 4693,
  "crit_path_end_kind": "output pin",
  "die_width_microns": 87.37,
  "crit_buf_inv": 2,
  "drt_iter0_markers": 160,
  "fmaxAchievable_mhz": 344.5,
  "min_path_type": "reg2reg",
  "maxCapViolations": 0,
  "period_needed_ps": 2903,
  "critical_path_class": "in2out",
  "setup_ws_ps": 497.2,
  "cp_max_fo": 13,
  "worst_slew_pin_slew_ps": 780.6,
  "yosysTopAreaCell": "dfrtp_1",
  "wire_per_inst_microns": 14.82,
  "diodes": 0,
  "fp_util": 0.4221,
  "vias": 2099,
  "arrival_ps": 2220,
  "rows": 30,
  "max_stage_delay_ps": 750,
  "post_drt_via_cell_ratio": 4.848,
  "setup_violations": 0,
  "gr-usage-all-layers": 0.1850,
  "status": "completed",
  "core_area_sq_mm": 0.006907,
  "timing.final.crit_share": 0.8538,
  "num_io_pins": 82,
  "cts_tree": "done",
  "syn_area_sq_mm": 0.002915,
  "top_cells_by_area": "dfrtp_1 (49%), clkbuf_1 (5.7%), mux2i_1 (5.5%)",
  "top_area_frac": 0.4893,
  "grt-ovfl-total": 0,
  "clkLatencyLatePin_ps": 330,
  "relSlewSlack": 0.4796,
  "fp.dieH_microns": 87.37,
  "ys_seq_share": 0.4893,
  "setup_tns_ps": 0,
  "cp.depth": 5,
  "synth_cells": 305,
  "ys_cells": 305,
  "cts_setup_buffers": 0,
  "cts-buffers-inserted": 9,
  "yosysWarningCount": 4,
  "ys_ff": 57,
  "cts_resized": 0,
  "htreeDepth": 3,
  "worstPathRequired_ps": 2720,
  "n_fill_cell": 644,
  "syn2layout_area_growth_pct": 25.92,
  "grt_first_pass_wirelength_microns": 10560,
  "drive_gt1_frac": 0.1068,
  "grt_pass1_vias": 2036,
  "path_clk_slew_ps": 60,
  "rr_worst_depth": 4,
  "dp_slack_ps": 507.8,
  "yosys_area_sq_mm": 0.002915,
  "grt_antenna_before_repair": 0,
  "portBuffers": 65,
  "cts-root-buf": "clkbuf_8",
  "finalNonFillerCells": 433,
  "dp_cells": 417,
  "grt_max_degree": 36,
  "clkSinkCount": 57,
  "syn_area_per_cell_sq_um": 9.558,
  "ctsHoldBuffers": 0
}
## logic make-up (layout without fill, tap and decap cells)
kind of cell | Yosys count | after routing | synth area share
fa+ha+maj | 4 | 4 | 0.01717
simple gates | 68 | 68 | 0.1103
buf+inv | 78 | 104 | 0.1240
flops | 57 | 57 | 0.4893
other cells | 2 | 8 | 0.002576
mux | 17 | 17 | 0.05880
compound gates | 79 | 79 | 0.1979
## metrics by stage
step	hold WS, ps	power (mW)	instance area (sq um)	utilization
after floorplan	384.4	0.8701	2938	-
after global placement	391.8	0.9860	3461	0.5011
after detailed placement	389.9	0.9902	3461	0.5011
after CTS	404.1	1.666	3671	0.5315
after global routing	420.6	1.749	3671	0.5315
final	401.3	1.656	3671	0.5315
## worst paths after layout
path                            slack [ps]    start  endpoint
worst max-delay path                   500     A[1]      D[3]
worst max register to register        2150  regc[3]     SP[3]
max in group asynchronous             2190    reset   regd[0]
worst min register to register         400  regg[0]   regg[0]
worst min-delay path                   400  regg[0]   regg[0]
min in group asynchronous              420    reset   regc[0]
## cells in the final DEF (no fill, tap or decap), types with 5 or more instances in the layout
cell type / count
nand2b_1: 5
mux2i_1: 16
a21oi_1: 24
nor2_1: 28
conb_1: 8
a22o_1: 8
clkbuf_8: 9
buf_4: 10
o2bb2ai_1: 7
clkdlybuf4s50_1: 63
dfrtp_1: 57
o221ai_1: 7
inv_1: 13
a22oi_1: 7
o21ai_0: 11
nand2_1: 24
## layer usage
layer  global-route usage  vias up  share of wire
met3              0.04808       14          0.059
met1               0.3163      944           0.51
met2               0.2443       70           0.41
met5                    0        -              0
li1                     -     1071              -
met4              0.03577        0          0.018
## cell type report
class                   instances  area, sq um  area share
flip-flops and latches         57         1426      0.3885
well taps                      96        120.1     0.03272
clock inverters                 6        82.58     0.02249
clock buffers                  10        127.6     0.03476
repair buffers                 75        715.7      0.1950
inverters                      13        48.80     0.01329
multi-input cells             176         1150      0.3132
## report_power, final
group / internal [mW] / switching, mW / total, mW
clock: 0.409 / 0.271 / 0.680
sequential: 0.714 / 0.0275 / 0.741
combinational: 0.123 / 0.112 / 0.235
## state kept, by name, indices dropped and copies added, names as in the netlist
signal / cells
SP: 8
regc: 8
regf: 8
regb: 8
rege: 8
regd: 8
regg: 8
oe: 1
## Yosys cell counts
cell,number
and2b_4,1
o21ai_0,11
buf_2,7
a22o_1,8
a221oi_1,4
nand2b_1,5
buf_4,12
a31oi_4,1
a31oi_1,2
o211ai_1,1
nor3_4,1
buf_6,2
a21oi_1,24
o22ai_1,2
o2bb2ai_1,7
ha_1,4
and3_1,1
nor3b_4,1
a22oi_1,7
inv_1,13
o21bai_1,1
a221oi_2,4
nor2b_1,4
nor3b_1,1
nor2_1,28
nand3_1,1
nand2_1,24
dfrtp_1,57
mux2_2,1
clkbuf_1,44
conb_1,2
o221ai_1,7
mux2i_1,16
nor4_1,1
Power figures rest on the tool's default switching activity, not on a simulated workload.
